`/design/flow/run.sh`:
```
#!/bin/bash
# OpenROAD 26Q1-2900-gdf79404cd8, Yosys 0.63+post, stock flow scripts
make -C /OpenROAD-flow-scripts/flow DESIGN_CONFIG=/design/flow/config.mk WORK_HOME=/design/flow/orfs finish
```
`/design/flow/config.mk`:
```
export PLATFORM = sky130hd
export DESIGN_NAME = mux_switch
export DESIGN_NICKNAME = mux_switch
export VERILOG_FILES = /design/flow/design.v
export SDC_FILE = /design/flow/constraint.sdc
export NUM_CORES = 4
export LEC_CHECK = 1
export CORE_AREA = 10 10 127 127
export DIE_AREA = 0 0 137 137
```
`/design/flow/constraint.sdc`:
```
current_design mux_switch

set clk_period 4.6
set clk_io_pct 0.2

create_clock -name clk0 -period $clk_period

set non_clock_inputs [all_inputs -no_clocks]
set_input_delay [expr $clk_period * $clk_io_pct] -clock clk0 $non_clock_inputs
set_output_delay [expr $clk_period * $clk_io_pct] -clock clk0 [all_outputs]
```
`/design/flow/design.v`:
```
`default_nettype none
`timescale 1 ns / 1 ps
module mux_switch #(
                    parameter                  NSLAVES    = 4,
                    parameter [NSLAVES*32-1:0] BASE_ADDR  = 0,
                    parameter [NSLAVES*5-1:0]  ADDR_WIDTH = 0
                    )(
                      input wire [31:0]           master_address,
                      input wire [31:0]           master_wdata,
                      input wire [3:0]            master_wsel,
                      input wire                  master_valid,
                      output wire [31:0]          master_rdata,
                      output wire                 master_ready,
                      output wire                 master_error,
                      output wire [31:0]          slave_address,
                      output wire [31:0]          slave_wdata,
                      output wire [3:0]           slave_wsel,
                      output wire [NSLAVES-1:0]   slave_valid,
                      input wire [NSLAVES*32-1:0] slave_rdata,
                      input wire [NSLAVES-1:0]    slave_ready,
                      input wire [NSLAVES-1:0]    slave_error
                      );
    localparam NBITSLAVE = clog2(NSLAVES);
    reg [NBITSLAVE-1:0]  slave_sel;
    wire [NSLAVES-1:0]   match;
    generate
        genvar i;
        for (i = 0; i < NSLAVES; i = i + 1) begin:addr_match
            localparam idx = ADDR_WIDTH[i*5+:5];
            assign match[i] = master_address[31:idx] == BASE_ADDR[i*32+idx+:32-idx];
        end
    endgenerate
    always @(*) begin
        slave_sel = 0;
        begin: slave_match
            integer idx;
            for (idx = 0; idx < NSLAVES; idx = idx + 1) begin : find_slave
                if (match[idx]) slave_sel = idx[NBITSLAVE-1:0];
            end
        end
    end
    assign slave_address = master_address;
    assign slave_wdata   = master_wdata;
    assign slave_wsel    = master_wsel;
    assign slave_valid   = match & {NSLAVES{master_valid}};  
    assign master_rdata  = slave_rdata[slave_sel*32+:32];
    assign master_ready  = slave_ready[slave_sel];
    assign master_error  = slave_error[slave_sel];
    function integer clog2;
        input integer value;
        begin
            value = value - 1;
            for (clog2 = 0; value > 0; clog2 = clog2 + 1)
              value = value >> 1;
        end
    endfunction
endmodule  
`default_nettype wire
```
==> metrics.csv <==
metric,value,unit
crit_required,3.68,ns
grt_pass1_vias,1185,
grt_first_pass_wirelength,6.99,mm
hp-class,input port to output pin,
post_cts_buffers,0,
drt_iter0_markers,19,
yosys.cell_types.count,8,
gp_congestion,0.867,
yosysTopAreaCell,buf_4,
tightestPinTransition,0.456,ns
grt_usage,4.68,%
power_frac_seq,0,%
maxUsedRoutingLayer,met4,
wl_met1,1.93,mm
cap_violations,0,
clock_buffers,0,
timing_worst_setup_path_type,input port to output pin,
yosysCellCount,120,
maxSlewViolCount,0,
syn-cell-area,1030,µm²
grt_max_degree,36,
p_leak,0.000809,µW
die_w,137,µm
critPathLaunchType,input port,
synthCells,120,
period_needed,4.26,ns
post_drt_wl_per_cell,13.9,µm
wl_met2,2.84,mm
log.warning_count,100,
endpoint_kind,output pin,
fin_setup_tns,0,ns
regArea,0,µm²
design_area,2420,µm²
ys_warn_count,1,
status,"complete, no violations",
postCtsHoldBufs,0,
port-buffer-count,171,
power.density,65.6,nW/µm²
io_pins,311,
dr.pass1.iters,2,
yosys-top-cells-count,"buf_4 (71), mux2_2 (32), nor4_1 (8)",
dp.cells,395,
final_core_util,18.1,%
grt_setup_unrepaired,false,
fp.coreArea,13300,µm²
cp_max_fo,35,
hpwl,5.12,mm
viasPerCell,2.83,
die_h,137,µm
syn_area_per_cell,8.58,µm²
p_clk_share,0,%
post_cts_resized,0,
cp.arrival,3.34,ns
hold_violations,0,
dieArea,18800,µm²
fmax,235,MHz
num_rows,42,
antenna_found_initial,0,
antenna_left,0,
finalCritPeriodShare,92.7,%
top_cell,buf_4,
ys_area,1030,µm²
p_int,133,µW
ir_drop,0.0200,mV
vias,1118,
top_area_share,51.8,%
netSwitchingPower,25.6,µW
max-slew-margin-rel,69.3,%
fillers,1479,
ys_seq_share,0,%
p_comb_share,100.0,%
wirelength,5.49,mm
drc,0,
topCellsByArea,"buf_4 (52%), mux2_2 (35%), nor4_1 (4.9%)",
layout.area.comb,463,µm²
fin_cells,395,
area_delta_synth_final,135,%
placed_cell_area,2420,µm²
swShare,16.1,%
fp_util,7.71,%
seq_cells,0,
diodes,0,
drive_gt1_share,16.0,%
fin_total_pwr,159,µW
gr-total-overflow,0,
wl_met3,661,µm
setup_violations,0,
-- cells in the final DEF, fill, tap and decap left out, drive strengths merged --
cell,count
and2,1
nand4,2
clkdlybuf4s50,171
nor2,1
nor4,8
buf,2
mux2,34
-- critical path, cell delays in order --
cell and delay, ns:
clkdlybuf4s50_1 0.43, nor4_1 0.46, nand4_1 0.30, nor2_4 0.18, buf_12 0.21, mux2_2 0.39
clkdlybuf4s50_1 0.42
-- cell type report --
type	count	share of cell area, %
Tap cell	176	9.09
Timing Repair Buffer	173	71.8
Multi-Input combinational cell	46	19.1
-- layer usage --
metal / up-vias / GRT usage [%]
li1: 549 / -
met1: 475 / 5.42
met2: 84 / 8.29
met3: 10 / 1.67
met4: 0 / 0.527
met5: - / 0
-- power groups by stage --
stage     logic (µW)  clock network, µW  registers (µW)
6_report         159                  0               0
5_1_grt          170                  0               0
4_1_cts          163                  0               0
-- metrics by stage --
step / hold WS, ns / setup WS (ns)
finish: 1.84 / 0.337
global route: 1.84 / 0.158
CTS: 1.84 / 0.243
detailed placement: 1.84 / 0.244
global placement: 1.84 / 0.284
floorplan: 1.91 / 1.63
-- kinds of logic (layout without fill, tap and decap cells) --
group / count (synthesis) / in the layout / share of synthesized area, %
simple gates: 12 / 12 / 7.78
mux: 34 / 34 / 37.2
buf+inv: 74 / 173 / 55.0
-- path summary, 6_finish.rpt --
kind	to	from	depth (start not counted)	slack, ns
setup / recovery	master_rdata[3]	master_address[12]	7	0.34
hold / removal	slave_wdata[0]	master_wdata[0]	0	1.84
Power figures rest on the tool's default switching activity, not on a simulated workload.
